`run.sh`:
```
#!/bin/bash
# OpenROAD 26Q1-2900-gdf79404cd8, Yosys 0.63+post, stock flow scripts
make -C /OpenROAD-flow-scripts/flow DESIGN_CONFIG=/design/flow/config.mk WORK_HOME=/design/flow/orfs finish
```
`design.v`:
```
module regfile (input clk, reset_n, write, input [7:0] data, input [1:0] select0, select1, wr_select,
				output reg [7:0] selected0, selected1, delay, position, register0);
reg [7:0] reg0  ;
reg [7:0] reg1  ;
reg [7:0] reg2  ;
reg [7:0] reg3  ;
always @(posedge clk) begin
	if (!reset_n) begin
	reg0 <= 8'h00;
	reg1 <= 8'h00;
	reg2 <= 8'h00; 
	reg3 <= 8'h00;
	end
	else if (write) begin
		case (wr_select)
		2'b00: reg0 <= data;
		2'b01: reg1 <= data;
		2'b10: reg2 <= data;
		2'b11: reg3 <= data;
		endcase
	end
	position <= reg2;
	register0 <= reg0;
	delay <= reg3;
	case (select0)
	2'b00: selected0 <= reg0;
	2'b01: selected0 <= reg1;
	2'b10: selected0 <= reg2;
	2'b11: selected0 <= reg3;
	endcase
	case (select1)
	2'b00: selected1 <= reg0;
	2'b01: selected1 <= reg1;
	2'b10: selected1 <= reg2;
	2'b11: selected1 <= reg3;
	endcase
end
endmodule
```
`config.mk`:
```
export PLATFORM = sky130hd
export DESIGN_NAME = regfile
export DESIGN_NICKNAME = regfile
export VERILOG_FILES = /design/flow/design.v
export SDC_FILE = /design/flow/constraint.sdc
export NUM_CORES = 4
export LEC_CHECK = 1
export CORE_UTILIZATION = 40
```
`constraint.sdc`:
```
current_design regfile

set clk_period 2.1
set clk_io_pct 0.2

create_clock -name clk0 -period $clk_period [get_ports {clk}]

set non_clock_inputs [all_inputs -no_clocks]
set_input_delay [expr $clk_period * $clk_io_pct] -clock clk0 $non_clock_inputs
set_output_delay [expr $clk_period * $clk_io_pct] -clock clk0 [all_outputs]
```
==> results.yml <==
# generated from flow reports
routing:
  vias_per_cell: 4.800
  drt-total-wl_um: 4436
  detail_route.wl_per_cell_um: 14.08
  first_iter_violations: 50
  vias: 1512
  route.detailed.drc: 0
  antennaDiodeCount: 0
  ant_nets: 0
  first_pass_iters: 5
clocking:
  root_buffer: "clkbuf_8"
  cts_buffers: 9
  clock_path_buffers: 2
  clock_latency_ps: 330
  hold_buffers: 0
  ctsResizeCount: 0
  htreeDepth: 3
  cts.sinks: 72
  post_cts_buffers: 0
  clk_pin_slew_worst_paths_ps: 70
  cts_tree: "done"
logic_synthesis:
  common_cells: "72 x dfxtp_1, 40 x nand2_1, 32 x mux2i_1, 16 x mux4_2, 7 x buf_2"
  synth_top_cell_by_area: "dfxtp_1"
  synth_top_area_share_pct: 60.95
  synth_area_mm2: 0.002365
  edf_count: 0
  synth.distinct_cells: 11
  syn_inst: 176
  area_leaders: "dfxtp_1 61%, mux4_2 15%, mux2i_1 14%"
  flop_cell: "dfxtp_1"
  postSynth.asyncResetShare_pct: 0
  synth-seq-area-share_pct: 60.95
  synth_flop_count: 72
  ys_cells: 176
  ys_warn_count: 1
  synth.avg_cell_area_um2: 13.44
  yosys_area_mm2: 0.002365
  top_cell: "dfxtp_1"
place:
  gp_congestion: 0.7336
  dp_hpwl_um: 2895
  dp_slack_ps: 238.1
  io_buffers: 56
power_and_ir_drop:
  ir_drop_mv: 0.5639
  powerDensity_mw_per_mm2: 878.1
  leakage_nw: 1.336
job:
  drv_cap: 0
  tool_warnings: 25
global_route:
  grt_pass1_wl_um: 7286
  grt_max_degree: 41
  gr-total-overflow: 0
  grt_use_total_pct: 16.42
  antenna_found_initial: 0
  grt_pass1_vias: 1443
critical_path:
  cp_num_cells: 1
  crit_chain: "clkdlybuf4s50_1"
  cp.arrival_ps: 1130
  critical_path_buf_inv_count: 1
  cp_slowest_stage_delay_ps: 480
  reg2reg_depth: 1
  endpoint_kind: "output port"
  crit_family: "buffers and inverters"
  crit_fanout: 1
  startpoint_type: "flip-flop"
  cp_data_required_time_ps: 1680
  critPathKind: "flip-flop to output port"
  cp_slowest_cell: "clkdlybuf4s50_1"
timing:
  setup_tns_ps: 0
  finalWorstSetupSlack_ps: 548.2
  fmax_mhz: 644.4
  final-setup-viol-count: 0
  worstMarginPinSlew_ps: 503.8
  holdWs_ps: 376.9
  final_max_slew_viol_count: 0
  skew_ps: 3.063
  rsz0062_at_grt: "false"
  hold_viol_final: 0
  slew_headroom_pct: 66.41
  finalClockPeriodUsage_pct: 73.89
  post-route-min-period_ps: 1552
floorplanning:
  ioPinCount: 57
  die_h_um: 78.89
  rows: 27
  core-area_mm2: 0.005608
  fp_util_pct: 42.17
  die_w_um: 78.89
  die_area_mm2: 0.006224
final_layout:
  seq_area_mm2: 0.001441
  layout-drive-gt1-share_pct: 15.64
  fillers: 477
  synthToLayoutAreaGrowth_pct: 37.51
  combGateArea_um2: 862.1
status:
  outcome: "completed"
min_path:
  hold_class: "flip-flop to flip-flop"
  min_path_cells: 0
-- flip-flops by register name, summed over array words and instances (netlist names) --
signal / cells
delay: 8
reg2: 8
selected1: 8
reg1: 8
reg3: 8
reg0: 8
register0: 8
selected0: 8
position: 8
-- cell families (layout without fill, tap and decap cells) --
| family | count (synthesis) | count (layout) | share of synthesized area [%] |
|---|---|---|---|
| flops | 72 | 72 | 60.95 |
| mux | 48 | 48 | 28.78 |
| simple gates | 44 | 44 | 7.672 |
| buf+inv | 12 | 79 | 2.592 |
-- cell type report --
type                            instances  share of cell area [%]
Multi-Input combinational cell         92                   26.51
Tap cell                               72                   2.770
Sequential cell                        72                   44.32
Clock buffer                           14                   5.310
Clock inverter                          2                   1.847
Timing Repair Buffer                   63                   19.24
-- power by group --
part	internal (W)	leakage (nW)	switching, W
combinational	0.000133	0.634	0.0000729
sequential	0.00142	0.585	0.0000238
clock	0.000767	0.117	0.000441
total	0.00232	1.34	0.000538
-- through the flow --
| stage | power [W] | utilization, % | area (um2) | instances |
|---|---|---|---|---|
| after floorplan | 0.001557 | - | 2365 | 176 |
| after global placement | 0.001676 | 53.84 | 3019 | 299 |
| after detailed placement | 0.001680 | 53.84 | 3019 | 299 |
| after CTS | 0.002895 | 57.99 | 3252 | 315 |
| after global routing | 0.002980 | 57.99 | 3252 | 315 |
| final | 0.002855 | 57.99 | 3252 | 315 |
-- routing by layer --
layer | GRT usage, % | up-vias | wire (um)
li1 | - | 736 | -
met1 | 24.50 | 703 | 1947
met2 | 24.70 | 63 | 2053
met3 | 6.418 | 10 | 364
met4 | 1.818 | 0 | 70
met5 | 0 | - | 0
-- worst paths after layout --
check | from | endpoint | slack [ps]
setup reg to reg | reg3[7] | selected0[7] | 1170
hold / removal | reg3[4] | delay[4] | 380
hold reg to reg | reg3[4] | delay[4] | 380
setup / recovery | register0[5] | register0[5] | 550
-- placed cells by master, fill, tap and decap left out --
master           Yosys  routed
nand3b_1             2       2
buf_12               0       1
clkbuf_8             0      12
and3_2               1       1
clkbuf_1             3       2
mux4_2              16      16
mux2i_1             32      32
clkdlybuf4s50_1      0      56
bufinv_16            0       2
or3b_1               1       1
nand2_1             40      40
buf_4                0       6
dfxtp_1             72      72
Power is estimated from default activity; no workload was simulated.
