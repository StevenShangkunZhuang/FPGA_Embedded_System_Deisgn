### design/flow/run.sh
#!/bin/bash
# OpenROAD 26Q1-2900-gdf79404cd8, Yosys 0.63+post, stock flow scripts
make -C /OpenROAD-flow-scripts/flow DESIGN_CONFIG=/design/flow/config.mk WORK_HOME=/design/flow/orfs finish
### design/flow/config.mk
export PLATFORM = sky130hd
export DESIGN_NAME = blinkHEX
export DESIGN_NICKNAME = blinkHEX
export VERILOG_FILES = /design/flow/design.v
export SDC_FILE = /design/flow/constraint.sdc
export NUM_CORES = 4
export LEC_CHECK = 1
export CORE_AREA = 10 10 70 70
export DIE_AREA = 0 0 80 80
### design/flow/constraint.sdc
current_design blinkHEX

set clk_period 1.6
set clk_io_pct 0.2

create_clock -name clk0 -period $clk_period [get_ports {ms_clk}]

set non_clock_inputs [all_inputs -no_clocks]
set_input_delay [expr $clk_period * $clk_io_pct] -clock clk0 $non_clock_inputs
set_output_delay [expr $clk_period * $clk_io_pct] -clock clk0 [all_outputs]
### design/flow/design.v
module blinkHEX(input ms_clk, Reset_n, output reg [3:0] d0, d1, d2, d3, d4,d5);
	parameter factor=200; 
	reg [11:0] countQ;     
	always @ (posedge ms_clk, negedge Reset_n)
	begin
		if (!Reset_n) begin
				countQ<=0;
				d0<=4'b0000;
				d1<=4'b0000;
				d2<=4'b0000;
				d3<=4'b0000;
				d4<=4'b0000;
				d5<=4'b0000;
			end 
		else 	begin 
				if (countQ<factor/2) 
					begin
						countQ<=countQ+1;
						d0<=4'b0000;
						d1<=4'b0000;
						d2<=4'b0000;
						d3<=4'b0000;
						d4<=4'b0000;
						d5<=4'b0000;
					end
				else if (countQ<factor)
					begin
						countQ<=countQ+1;
						d0<=4'b1111;
						d1<=4'b1111;
						d2<=4'b1111;
						d3<=4'b1111;
						d4<=4'b1111;
						d5<=4'b1111;
					end
				else	 
					begin 
						countQ<=0;
						d0<=4'b0000;
						d1<=4'b0000;
						d2<=4'b0000;
						d3<=4'b0000;
						d4<=4'b0000;
						d5<=4'b0000;
					end	
		end   
	end   
endmodule
==> Slide: Implementation Results <==
Implementation Results

Outcome
  – Outcome: completed

Logic synthesis
  – Commonest flop: dfrtp_1
  – Seq share, synth: 46.5%
  – Ys flops: 13
  – Top cell area share: 46.5%
  – Yosys cell count: 69
  – Top-count cell post-synth: buf_4
  – Yosys top cell by area: dfrtp_1
  – Synthesis warning total: 1
  – Post-Synthesis Cells: 69
  – Mapped Area: 699 sq um
  – Flip-flops with a built-in enable: 0
  – Ys async rst share: 100%
  – Yosys chip area: 699 sq um
  – Top area cell types: dfrtp_1 47%, buf_4 25%, a21oi_1 2.9%
  – Post-synth cell types: 21
  – Syn Area/Cell: 10.1 sq um
  – Commonest cells in the netlist: 23 x buf_4, 13 x dfrtp_1, 4 x a21oi_1, 4 x nand2_1, 4 x nor2_1

Drt
  – Number of inserted diodes: 0
  – DRT iter0 DRCs: 17
  – Routed Antenna Nets: 0
  – DRC: 0
  – Routed length per instance: 11.2 um
  – Routed wire length: 1460 um
  – Drt via density: 3.70
  – Initial DRT Pass Iterations: 2
  – Via count: 481

Final layout
  – Area Growth Syn to Fin: 35.4%
  – Cell area after layout: 947 sq um
  – Share of cells above drive strength 1: 13.1%

Worst setup path
  – CP required: 1.28 ns
  – CP max stage cell: dfrtp_1
  – Critical Path Sink Type: primary output
  – Crit path largest cell delay: 0.40 ns
  – Type of origin of the critical path: flip-flop
  – WS Path Type: flip-flop to primary output
  – Top delay family on crit path: buffers and inverters
  – CP arrival: 1.18 ns
  – WP buf/inv: 3
  – Crit path cell chain: buf_6 > buf_4 > dlygate4sd2_1
  – Crit-path max FO: 8

Placement
  – Post-Place Cell Area: 861 sq um
  – Detail Placement HPWL: 995 um
  – Place WS: 0.243 ns
  – Gpl congestion: 0.788
  – # port buffers: 25

Power
  – Clock power share: 35.7%
  – Switching Share: 20.3%
  – Maximum vdd drop: 0.000405 V
  – Pwr per Cell Area: 577 nW/um^2
  – LEAKAGE: 0.698 nW
  – Comb power frac: 2.6%
  – Flop pwr share: 61.7%
  – Sw Pwr: 111 uW
  – Internal: 436 uW
  – Tot Pwr: 547 uW

Final timing
  – Slew Viols, Final: 0
  – Achievable Freq: 666 MHz
  – Min cycle time layout: 1.50 ns
  – Post-route setup slack: 0.0989 ns
  – Unrepaired setup endpoints after global routing: no
  – Tcrit/Tclk final: 93.8%
  – Setup Skew: 0.00869 ns
  – Final setup vio count: 0
  – Fin. Hold Viols: 0
  – TNS Setup: 0 ns

Global route
  – GRT Util Overall: 3.84%
  – Gr ovfl total: 0
  – Vias in the first global route: 470
  – First-pass GRT wire length: 2030 um
  – Antenna violations before repair: 0
  – Largest net degree at the start of global routing: 14

Run
  – Tool warnings: 25
  – MaxCap Viol Count: 0

Clock tree
  – H-tree level count: 1
  – CTS tree: done
  – CTS max path bufs: 2
  – Num CTS Buffers: 3
  – Hold buffer count at cts: 0
  – Latency at later pin: 0.27 ns
  – Worst-path clk slew: 0.08 ns
  – CTS root buffer: clkbuf_4
  – Clock Sinks: 13

Floorplanning
  – Rows: 21
  – Die height: 80 um
  – DIE WIDTH: 80 um
  – Chip area: 6400 sq um
  – Num ports: 26
  – CORE AREA: 3420 sq um
  – Fp util: 20.5%

Worst hold path
  – Hold Crit Class: primary input to async pin
## layout make-up
| type | count | area [sq um] |
|---|---|---|
| fillers | 353 | 2470 |
| flip-flops and latches | 13 | 325 |
| repair buffers | 31 | 325 |
| multi-input cells | 36 | 213 |
| well taps | 46 | 57.6 |
| clock buffers | 4 | 26.3 |
## cells in the final DEF, fill, tap and decap left out, types with 2 or more instances in the layout
master and instances:
nand2_1 4, clkbuf_4 3, conb_1 4, nor2_1 4
dlygate4sd2_1 10, buf_4 4, xor2_1 2, dfrtp_1 13
buf_6 2, o31ai_1 2, dlymetal6s2s_1 14, o21ai_0 2
a21oi_1 4, nand3_1 2, or3_1 2
## cell families after synthesis
group	share of synthesized area, %
simple gates	15.0
buf+inv	24.7
fa+ha+maj	1.79
flops	46.5
compound gates	7.69
other cells	0.536
xor+xnor	3.76
## power by group through the flow
stage / logic (mW) / registers (mW) / clock network, mW
after CTS: 0.0151 / 0.337 / 0.203
after global routing: 0.0175 / 0.338 / 0.219
final: 0.0142 / 0.337 / 0.195
## flip-flops by register name, summed over array words and instances, names as in the netlist
| signal | count |
|---|---|
| countQ | 12 |
| d3 | 1 |
## routing by layer
metal | vias up | wire, um | global-route usage (%)
met4 | 0 | 8 | 0.352
met3 | 2 | 135 | 2.50
met5 | - | 0 | 0
met1 | 213 | 784 | 4.67
li1 | 238 | - | -
met2 | 28 | 529 | 5.78
## what timing repair did
action,4_1_cts,5_1_grt
setup buffers,0,3
setup endpoints to repair,24,14
gates resized,13,14
cloned,1,0
## path summary, 6_finish.rpt
kind | cells after the start | slack [ns] | to | from
setup / recovery | 3 | 0.1 | d3[2] | d3[2]
hold reg to reg | 1 | 0.53 | countQ[0] | countQ[0]
setup reg to reg | 3 | 0.28 | countQ[6] | countQ[4]
hold / removal | 2 | 0.35 | countQ[7] | Reset_n
max in group asynchronous | 2 | 1.09 | countQ[11] | Reset_n
min in group clk0 | 1 | 0.53 | countQ[0] | countQ[0]
## stage by stage
step	cells	hold WS, ns	util [%]
final	130	0.346	27.7
after global routing	130	0.368	27.7
after CTS	127	0.350	26.0
after detailed placement	122	0.516	25.2
after global placement	122	0.520	25.2
after floorplan	72	0.0244	-
## worst reg2reg max path, stage by stage (launching register included)
cell	delay, ns
dfrtp_1	0.45
o311ai_1	0.40
nand2_1	0.22
a21oi_1	0.17
Power figures rest on the tool's default switching activity, not on a simulated workload.
