<file path="flow/run.sh">
#!/bin/bash
# OpenROAD 26Q1-2900-gdf79404cd8, Yosys 0.63+post, stock flow scripts
make -C /OpenROAD-flow-scripts/flow DESIGN_CONFIG=/design/flow/config.mk WORK_HOME=/design/flow/orfs finish
</file>
<file path="flow/config.mk">
export PLATFORM = sky130hd
export DESIGN_NAME = clock_divider
export DESIGN_NICKNAME = clock_divider
export VERILOG_FILES = /design/flow/design.v
export SDC_FILE = /design/flow/constraint.sdc
export NUM_CORES = 4
export LEC_CHECK = 1
export CORE_AREA = 10 10 109 109
export DIE_AREA = 0 0 119 119
</file>
<file path="flow/constraint.sdc">
current_design clock_divider

set clk_period 2.1
set clk_io_pct 0.2

create_clock -name clk0 -period $clk_period [get_ports {Clock}]

set non_clock_inputs [all_inputs -no_clocks]
set_input_delay [expr $clk_period * $clk_io_pct] -clock clk0 $non_clock_inputs
set_output_delay [expr $clk_period * $clk_io_pct] -clock clk0 [all_outputs]
</file>
<file path="flow/design.v">
module clock_divider (input Clock, Reset_n, output reg Pulse_ms);
	parameter factor=10;  
	reg [31:0] countQ;
	always @ (posedge Clock, negedge Reset_n)
	begin
		if (!Reset_n) begin
				countQ<=0;
				Pulse_ms<=0;
			end 
		else
			begin 
				if (countQ<factor/2) 
					begin
						countQ<=countQ+1;
						Pulse_ms<=0;
					end
				else if (countQ<factor) 
					begin
						countQ<=countQ+1;
						Pulse_ms<=1;
					end
				else	 
					begin 
						countQ<=0;
						Pulse_ms<=0;
					end	
			end 
	end
endmodule
</file>
==> notes.md <==
This memo summarizes the results of the implementation run.

Run status
The run finished with clean final reports.

Layout
In this run the layout overhead on the synthesized area is reported as 39.50%. The commonest non-fill, non-tap cell in the layout is sky130_fd_sc_hd__dfrtp_1. The tally of non-filler cells in the final layout is 230. The area taken by flip-flops and latches is 825.8 um^2. The library cells used most frequently in the layout, excluding fill and tap cells, are sky130_fd_sc_hd__dfrtp_1, sky130_fd_sc_hd__conb_1, sky130_fd_sc_hd__clkbuf_8. The area taken by multi-input combinational cells is reported as about 300 um^2.

The number of fill cells in the layout is 1085. Of the cells placed in the final design, the portion with a size suffix greater than 1 is 13.40%.

Synth
After synthesis, the cell types taking the most area are sky130_fd_sc_hd__dfrtp_1, sky130_fd_sc_hd__nor4_4, sky130_fd_sc_hd__ha_1. The dominant kind of combinational cell is simple AND/OR/NAND/NOR gates. A synthesized cell averages 17.67 um^2. The combined area of all synthesized cells is 1042 um^2.

The fraction of synthesized cell area taken by the top area cell type is 79.23%. The synthesized design spends more area on one cell type than any other, namely sky130_fd_sc_hd__dfrtp_1. The complex-gate fraction of the synthesized area is 2.161%.

The xor/xnor cell area share of the yosys netlist is 1.681%. The warning tally printed by Yosys for this design is 1. The synthesized design contains 33 register bits. The share of synthesized area occupied by flip-flops and latches is 79.23%. The gate count of the mapped netlist is 59. After Yosys synthesis, full adders, half adders and majority gates account for 2.401% of the synthesized area. The cell total in the yosys stat output is 59. The area of the synthesized netlist per yosys stat is roughly 1000 um^2. The simple-gate share of the synthesized area is 12.73%.

The post-synthesis cell type count is 15. The multiplexer share of the synthesized area is 0%.

Worst hold path
STA reports the tightest min-delay check as being of type reg2reg.

Worst setup path
The logic depth of the worst register-to-register path is 3. The critical path endpoint has a required time of approximately 1700 ps. Of all nets on the critical path, the largest fanout is 1. The cell type of the slowest stage on the worst timing path is sky130_fd_sc_hd__clkdlybuf4s50_1. The critical path start-end classification is reg2out. The register-to-register setup slack is 820 ps.

The count of cell instances traversed by the critical path is 1. The type of element capturing the critical path is an output port. The launch instance of the worst register-to-register path is countQ[9]. The endpoint of the worst register-to-register path is countQ[2]. On the critical path the data arrives at 1050 ps. The longest incremental delay of any stage on the critical path is reported as 460 ps. Along the critical path, the tally of buffer and inverter instances is 1. The critical path goes through clkdlybuf4s50_1. The cell family contributing the most delay on the critical path is buffers and inverters. The launching element of the worst setup path is Pulse_ms. The sort of element at the start of the critical path is a register. The critical path endpoint is Pulse_ms.

Die
From left edge to right edge, the die measures 119 um. The number of placed I/O pins is 3. The die covers 14160 um^2.

The die is 119 um tall. The pre-placement core utilization is a little over a tenth. The number of rows created at floorplan is 36. The core area is 9639 um^2.

Placement
The routability congestion estimate from global placement is 0.6999. The post-placement cell count is 222. Detailed placement ended at an HPWL of 855 um. The number of port buffers is 2.

Detailed routing
The detailed router placed 470 vias in this run. Per the post-route antenna check, the number of violating nets is 0. The final routed DRC violation total is 0. After detailed routing, the total wire length is 1166 um. The detailed-route wire length per cell is 5.070 um.

For this run, the detailed router reports a per-instance via density of a little over 2. The violation tally recorded at the end of detailed-routing iteration 0 is 13. The number of iterations in the first detailed-routing pass is 2. The number of antenna repair diodes is 0.

Global routing
Summed over all layers, the global routing overflow is 0. Global routing used 1.828% of the available tracks across all layers. The first global-routing pass estimated 2083 um of wire.

The initial antenna violation count is 0. The number of global-route vias before repair is 453. Entering global routing, the biggest net connects 34 pins.

Pwr
The internal power is 0.001056 W. In this run the power density over the cells is 885.7 nW/um^2. Looking at the power breakdown, combinational cells take 1.9% of the total. Per the OpenROAD power report, switching power amounts to between 0.0002 and 0.00025 W. The total leakage power is 0.6020 nW.

Net switching is 17.97% of the power. The peak ir drop on the vdd network is 0.2630 mV. Overall power consumption after layout is estimated at 0.001288 W. The clock share of power is 45.5%.

The part of the power in registers is 52.6%.

Clocking
The number of buffers inserted during clock tree synthesis is 5. Per the skew report, the later register of the worst-skew pair sees a clock latency of 280 ps. The clock-pin slew reported for the worst setup and hold paths after clock tree synthesis is 60 ps.

The post-CTS hold buffer count recorded in the log is 0. The post-CTS setup-driven buffer insertion count is 0. CTS built an H-tree with a depth of 2. The CTS tree is done. Clock tree synthesis found a total of 33 sinks.

CTS reports a maximum clock tree buffer depth of 2. The buffer type at the clock tree root is sky130_fd_sc_hd__clkbuf_8. The number of gates resized after CTS was 0.

Final timing
Derived from the worst setup path, the maximum achievable clock frequency is 679.3 MHz. For the final routed database, the setup TNS stands at 0 ps. After layout, the worst path uses 70.10% of the clock period. Setup repair after global routing left no endpoint under its margin. The number of pins exceeding their max-slew limit in the final report is 0.

The largest clock skew in the final design is 6.280 ps. Final hold analysis gives a worst-case slack of 502.9 ps. Per the finish-stage timing summary, setup violations number 0. Per the final timing report, the hold violations number 0. The time the final worst path needs with I/O delays and setup is 1472 ps.

Job
Per the run summary, max-cap violations total 0. The count of tool warnings is 26.
[worst min-delay path by stage]
| stage | startpoint | to | slack (ps) | cells past startpoint |
|---|---|---|---|---|
| 6_report | countQ[0] | countQ[0] | 500 | 1 |
| 5_1_grt | countQ[0] | countQ[0] | 520 | 1 |
| 4_1_cts | countQ[0] | countQ[0] | 510 | 1 |
[final cells by class]
cell class	count	share of cell area, %
Tap cell	133	11.45
Inverter	4	1.033
Clock inverter	1	2.065
Multi-Input combinational cell	49	20.83
Timing Repair Buffer	3	1.893
Sequential cell	33	56.80
Clock buffer	7	5.938
[synthesized netlist by cell type (all sizes together)]
master   n
xor2     1
nand4    2
conb     1
a21oi    1
o21ai    1
nor4     7
nor3     4
dfrtp   33
xnor2    1
a211oi   1
nand3    1
inv      4
ha       2
[flip-flops by register name, summed over array words and instances (netlist names)]
name,count
Pulse_ms,1
countQ,32
[per-layer routing]
layer  vias to the layer above  GRT usage, %  share of wire, %
met5                         -             0                 0
met3                         4         1.343               8.1
met4                         0        0.6107               2.5
li1                        247             -                 -
met1                       213         2.224                48
met2                         6         2.455                41
[power groups by stage]
stage	logic [W]	clock network, W	registers [W]
after CTS	0.0000265	0.000607	0.000677
after global routing	0.0000315	0.000632	0.000679
final	0.0000248	0.000586	0.000677
[kinds of logic after synthesis]
kind of cell	count (synthesis)
xor+xnor	2
flops	33
fa+ha+maj	2
simple gates	14
buf+inv	4
other cells	1
compound gates	3
[metrics by stage]
step / setup WS (ps) / utilization [%] / area, um^2
2_1_floorplan: 949.9 / - / 1144
3_3_place_gp: 795.1 / 13.88 / 1338
3_5_place_dp: 802.8 / 13.88 / 1338
4_1_cts: 606.2 / 15.08 / 1454
5_1_grt: 570.9 / 15.08 / 1454
6_report: 627.9 / 15.08 / 1454
No activity file was given, so power comes from the tool's default toggle rates.
